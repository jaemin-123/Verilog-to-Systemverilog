===== config.mk =====
export PLATFORM = sky130hd
export DESIGN_NAME = bin2bcd
export DESIGN_NICKNAME = bin2bcd
export VERILOG_FILES = /design/flow/design.v
export SDC_FILE = /design/flow/constraint.sdc
export NUM_CORES = 4
export LEC_CHECK = 1
export CORE_AREA = 10 10 70 70
export DIE_AREA = 0 0 80 80

===== design.v =====
`timescale 1ns/10ps
module bin2bcd (iBIN, oBCD);
  input [7:0] iBIN;
  output [11:0] oBCD;
  reg [11:0] bcd;
  integer i;
  assign oBCD = bcd;
  always @(iBIN) begin
    bcd = 12'b0;
    for (i = 0; i < 8; i = i + 1) begin
      if (bcd[3:0] >= 5)
      bcd[3:0] = bcd[3:0] + 3;
      else
      bcd[3:0] = bcd[3:0];
      if (bcd[7:4] >= 5)
      bcd[7:4] = bcd[7:4] + 3;
      else
      bcd[7:4] = bcd[7:4];
      if (bcd[11:8] >= 5)
      bcd[11:8] = bcd[11:8] + 3;
      else
      bcd[11:8] = bcd[11:8];
      bcd = {bcd[10:0], iBIN[7 - i]};
    end
  end
endmodule

===== run.sh =====
#!/bin/bash
# OpenROAD 26Q1-2900-gdf79404cd8, Yosys 0.63+post, stock flow scripts
make -C /OpenROAD-flow-scripts/flow DESIGN_CONFIG=/design/flow/config.mk WORK_HOME=/design/flow/orfs finish

===== constraint.sdc =====
current_design bin2bcd

set clk_period 7.6
set clk_io_pct 0.2

create_clock -name clk0 -period $clk_period

set non_clock_inputs [all_inputs -no_clocks]
set_input_delay [expr $clk_period * $clk_io_pct] -clock clk0 $non_clock_inputs
set_output_delay [expr $clk_period * $clk_io_pct] -clock clk0 [all_outputs]

==> results.cfg <==
; flow metrics
[worst_hold_path]
worstHoldStart = iBIN[0]
number_of_cells_traversed_by_the_worst_hold_path = 0
hold_path.class = in -> out
whs_endpoint = oBCD[0]

[finish]
n_clock_buffer = 0
post-route-cell-area_mm2 = 0.001360
seqCellArea_um2 = 0
finish.utilization_pct = 39.82
final_layout_size_suffix_gt1_share_pct = 31.61
final_cell_count_no_fill = 201
dominant_logic_cell_type_in_the_layout = sky130_fd_sc_hd__clkdlybuf4s50_1
layout_top_cells_excl_fill_tap = 16 x sky130_fd_sc_hd__clkdlybuf4s50_1, 13 x sky130_fd_sc_hd__buf_4, 8 x sky130_fd_sc_hd__nand2_1
n_fill_cell = 340
area_growth_syn_to_layout_pct = 29.40
sequential_cell_total = 0

[worst_setup_path]
crit_slowest_cell = sky130_fd_sc_hd__clkdlybuf4s50_1
critical_path_required_ps = 6080
crit_arrival_ps = 5860
crit_path_cell_trace = clkdlybuf4s50_1, inv_1, ha_2, o21ai_2, xnor2_2, ha_2, nand2b_4, a32oi_4, xnor2_2, ha_2, nand2b_4, nand2_1, mux2i_4, inv_2, ha_1, inv_2, ha_4, a21oi_2, buf_4, xnor2_2, a21oi_2, mux2_4, clkdlybuf4s50_1
cp-end-kind = primary output
start_kind = input pin
crit_type = in -> out
critical_path.max_stage_delay_ps = 470
cp_max_fo = 6

[timing]
layout_worst_path_cycle_share_pct = 97.10
worst_hold_slack_ps = 3040
final_layout_setup_total_negative_slack_ps = 0
slew_violations = 0
setup_slack_ps = 220.5
hold_violations_final = 0
finalCriticalPeriod_ps = 7380
slew_headroom_pct = 54.05
clock.fmax_mhz = 135.5
worstMarginPinSlew_ps = 684.4
setup_viol = 0

[logic_synthesis]
synthesis.area_per_instance_um2 = 7.843
yosysWarnings = 1
syn-instance-count = 134
synth_sequential_area_ratio_pct = 0
netlist_area_mm2 = 0.001051
count_of_cell_types_in_the_netlist = 61
synth_chip_area_mm2 = 0.001051
synth.yosys.num_cells = 134

[power]
power_frac_comb_pct = 100.0
power_mw = 0.2194
powerDensity_mw_per_mm2 = 161.3
power.net_switching_mw = 0.09819
power_frac_clock_pct = 0
leakagePower_nw = 0.5368
switching_share_pct = 44.76
vdd.ir_drop.worst_v = 0.00003986
p_seq_share_pct = 0
internal-power_mw = 0.1212

[placed_design]
place_congestion = 0.7938
half_perimeter_wire_length_after_placement_um = 1891
dp.cells = 198
dp_worst_setup_slack_ps = -1.932
dpl-instance-area_mm2 = 0.001280
portBuffers = 16

[die]
die_area_mm2 = 0.006400
fp_util_pct = 30.77
std_cell_rows = 21
die_height_um = 80
design.core.area_mm2 = 0.003416
floorplan.io_pins = 20
chipWidth_um = 80

[job]
openroad.warnings = 36
maxCapViolations = 0

[drt]
drt-total-wl_um = 2323
wire_per_inst_um = 11.56
route.antenna.remaining_nets = 0
first_pass_iters = 4
diodes = 0
detail_route.vias_per_cell = 5.104
drt-initial-drc-count = 54
dr_total_vias = 1026
route.detailed.drc = 0

[outcome]
outcome = completed

[grt]
global_route_wire_length_before_repair_um = 3801
grt_pass1_vias = 883
gr-usage-all-layers_pct = 6.711
antenna_found_initial = 0
grt.overflow.total = 0
largest_net_degree_at_the_start_of_global_routing = 14
## routing by layer
layer  track usage [%]  share of wire (%)  vias up
li1                  -                  -      547
met1             10.29                 52      462
met2             10.59                 44       17
met3            0.3409                4.0        0
met4                 0                  0        0
met5                 0                  0        -
## power by group through the flow
stage / Sequential (mW) / Clock [mW] / Combinational (mW)
after CTS: 0 / 0 / 0.206
after global routing: 0 / 0 / 0.243
final: 0 / 0 / 0.219
## layout make-up
type	instances	area, um2	share of cell area (%)
Inverter	8	30.03	2.208
Multi-Input combinational cell	118	1015	74.61
Tap cell	46	57.56	4.232
Timing Repair Buffer	29	257.7	18.95
## what timing repair did
item / in CTS / in global routing
setup endpoints to repair: 1 / 4
resized: 0 / 14
buffers inserted: 0 / 3
hold buffers: 0 / 0
endpoints found under the hold margin: 0 / 0
pin swaps: 1 / 6
## cell usage after synthesis (all sizes together) (2+ instances only)
cell     instances  area, um2
a211oi           2      15.01
a21boi           2      26.28
a21o             3      23.77
a21oi           10      57.56
a221o            2      20.02
a22oi            2      15.01
a31oi            2      12.51
a32oi            2      36.29
and2             3      23.77
and4b            2      20.02
buf              6      56.30
clkbuf           3      11.26
ha               9      112.6
inv              8      30.03
mux2             3      37.53
mux2i            4      65.06
nand2            8      30.03
nand2b           4      25.02
nand3            5      30.03
nand3b           2      15.01
nand4            3      18.77
nor2             6      22.52
nor2b            2      12.51
nor3             4      31.28
o21ai            8      43.79
o22ai            2      12.51
o2bb2ai          3      26.28
or2              2      15.02
or3              3      25.03
xnor2            7      76.32
## cells by family (layout without fill, tap and decap cells)
group                      after synthesis  after routing  synth area share, %
xor gates and xnor gates                 7              7                7.262
AOI/OAI and AO/OA                       47             47                35.36
adders and majority gates               10             10                11.67
and+or+nand+nor                         45             45                26.31
muxes                                    7              7                9.761
other                                    1              2               0.3568
buffers and inverters                   17             37                9.285
## how the worst max path moves through the flow
stage	startpoint	end	slack, ps	depth (start not counted)
finish	iBIN[6]	oBCD[7]	220	23
global route	iBIN[6]	oBCD[8]	-60	24
CTS	iBIN[6]	oBCD[8]	40	24
## worst max-delay path, delay by kind of cell
| family | cells | cell delay, ps |
|---|---|---|
| AND/OR/NAND/NOR | 3 | 270 |
| buffers and inverters | 6 | 1260 |
| AND-OR/OR-AND | 4 | 800 |
| XOR/XNOR | 3 | 500 |
| multiplexers | 2 | 540 |
| adder cells (fa/ha/maj) | 5 | 980 |
Power figures rest on the tool's default switching activity, not on a simulated workload.
