### design.v
`timescale 1ns/10ps
module ALU (iA, iB, iINST, oRESULT);
    input [3:0] iA, iB, iINST;
    output [7:0] oRESULT;
    reg [7:0] result;
    always @(iA or iB or iINST)begin
        case(iINST)
            4'h0 : result = iA + iB;  
            4'h1 : result = iA - iB;  
            4'h2 : result = iA * iB;  
            4'h3 : result = iA / iB;  
            4'h4 : result = iA % iB;  
            4'h5 : result = ~iA;      
            4'h6 : result = iA & iB;  
            4'h7 : result = iA | iB;  
            4'h8 : result = iA ^ iB;  
            4'h9 : result = iA ~^ iB; 
            4'ha : result = & iA;     
            4'hb : result = | iA;     
            4'hc : result = ~& iA;    
            4'hd : result = ^ iA;     
            4'he : result = iA >> 1;  
            4'hf : result = iA << 1;  
        endcase
    end
    assign oRESULT = result;
endmodule
### run.sh
#!/bin/bash
# OpenROAD 26Q1-2900-gdf79404cd8, Yosys 0.63+post, stock flow scripts
make -C /OpenROAD-flow-scripts/flow DESIGN_CONFIG=/design/flow/config.mk WORK_HOME=/design/flow/orfs finish
### config.mk
export PLATFORM = sky130hd
export DESIGN_NAME = ALU
export DESIGN_NICKNAME = ALU
export VERILOG_FILES = /design/flow/design.v
export SDC_FILE = /design/flow/constraint.sdc
export NUM_CORES = 4
export LEC_CHECK = 1
export CORE_AREA = 10 10 107 107
export DIE_AREA = 0 0 117 117
### constraint.sdc
current_design ALU

set clk_period 8.4
set clk_io_pct 0.2

create_clock -name clk0 -period $clk_period

set non_clock_inputs [all_inputs -no_clocks]
set_input_delay [expr $clk_period * $clk_io_pct] -clock clk0 $non_clock_inputs
set_output_delay [expr $clk_period * $clk_io_pct] -clock clk0 [all_outputs]
==> out/metrics.cfg <==
[setup_path]
critPathMaxStageDelay_ns = 0.41
critPathCaptureType = output pin
crit_top_cell = ha_4
worstSetupPathType = in -> out
cp.arrival_ns = 11.82
cp-startpoint = iA[3]
path_max_fanout = 5
crit_slowest_cell = or3_4
worst_setup_path_start_kind = input port
required_ns = 6.72

[final_layout]
n_sequential_cell = 0
area_growth_pct = 62.3
drive_gt1_share_pct = 41.8
seq_area_um2 = 0
nClkBuffers = 0

[sta]
min_period_ns = 13.50
finalCritPeriodShare_pct = 161
tightest_slew_ns = 0.788
rsz0062_at_grt = true
max_slew_margin_pct = 47.3
whs_ns = 4.14
maxSlewViolCount = 0
setup_violations = 8
fin_ws_ns = -5.10
max_freq_mhz = 74.1
finalHoldViolCount = 0

[global_routing]
grt_usage_pct = 14.8
grt_pass1_vias = 3447
overflow = 0
antenna_found_initial = 0
grt_pass1_wl_mm = 16.8
grt_max_degree = 28

[place]
hpwl_mm = 7.97
post-place-ws_ns = -6.05
gp_congestion = 0.894
portBuffers = 20

[power]
vdd_drop_max_uv = 170
power_density_nw_per_um2 = 189
p_leak_nw = 2.39

[route]
drt_iter0_drc = 294
wire_per_inst_um = 15.1
diodes = 0
vias_per_cell = 5.46
vias = 3796
first_pass_iters = 5
drc = 0
routed_wl_mm = 10.5
antenna_left = 0

[yosys]
yosys_cells = 422
syn_avg_cell_area_um2 = 7.27
ys_top_cells_by_count = ha_1, nor2_1, inv_1, a21oi_1
postSynthSeqShare_pct = 0
synthMostInstantiatedCell = ha_1
yosys_warnings = 1
ys_types = 69
syn_area_um2 = 3070
synth_top_area_share_pct = 23.7
yosys_area_um2 = 3070
synth_cells = 422
top_cells_by_area = ha_1, a21oi_1, nor2_1
yosys.area.top_type = ha_1

[flow_run]
maxCapViolations = 0
log.warning_count = 50

[status]
violations = setup timing
status = finished, violations left

[floorplanning]
chip_area_um2 = 13700
ios = 20
die_x_um = 117
fp-row-count = 35
die_y_um = 117
initCoreUtil_pct = 33.3
core_area_um2 = 9200

[hold_path]
hp-start = iA[3]
hold_class = in -> out

## timing repair
action | in CTS | in global routing
gates resized | 82 | 38
hold buffers | 0 | 0
pin swaps | 58 | 50
setup endpoints to repair | 8 | 8
gates cloned | 0 | 0
setup buffers | 24 | 19
hold endpoints to repair | 0 | 0
## power breakdown
part           internal, mW  total [mW]  switching [mW]
Combinational         0.525       0.941           0.416
Sequential                0           0               0
Clock                     0           0               0
Total                 0.525       0.941           0.416
## layer usage
metal  global-route usage, %  part of all wire (%)
met1                    21.4                    48
met2                    24.9                    47
met3                    1.03                   3.7
met4                   0.412                  0.47
met5                       0                     0
## layout make-up
cell class                      count  area (um2)
Fill cell                         796        4220
Tap cell                          111         139
Timing Repair Buffer              173        1360
Multi-Input combinational cell    377        3350
Inverter                           34         135
## cells by family after synthesis
| logic type | Yosys count | share of synthesized area, % |
|---|---|---|
| multiplexers | 19 | 6.41 |
| AND-OR/OR-AND | 136 | 30.4 |
| other | 1 | 0.122 |
| XOR/XNOR | 20 | 5.71 |
| adder cells (fa/ha/maj) | 65 | 28.2 |
| AND/OR/NAND/NOR | 135 | 23.2 |
| buffers and inverters | 46 | 5.88 |
## worst paths after layout
path    endpoint  slack, ns  cells past startpoint
min   oRESULT[4]       4.14                      6
max   oRESULT[6]      -5.10                     55
## critical path, delay by kind of cell
| kind | cells | cell delay [ns] |
|---|---|---|
| AND-OR/OR-AND | 25 | 4.22 |
| adder cells (fa/ha/maj) | 8 | 1.69 |
| buffers and inverters | 6 | 0.61 |
| multiplexers | 5 | 1.42 |
| AND/OR/NAND/NOR | 11 | 2.18 |
## layout by cell type (no fill, tap or decap), types with 4 or more instances in the layout
cell type / count
buf_4: 139
ha_1: 46
nor2_1: 34
inv_1: 31
nand2_1: 27
o21ai_0: 24
a21oi_1: 22
buf_6: 14
xnor2_1: 11
buf_2: 11
a21o_1: 10
ha_4: 10
nand3_1: 9
mux2i_1: 9
nor3_1: 8
a21oi_2: 8
xor2_1: 8
o21a_1: 7
o21ai_1: 7
or3_1: 6
nand2b_1: 6
fa_1: 6
clkdlybuf4s50_1: 6
a31oi_1: 5
nor2_4: 4
mux2_4: 4
or3_4: 4
## through the flow
stage               total power [mW]  TNS (ns)  cell area (um2)  util [%]  std cells
floorplan                      0.414    -38.15             3280         -        423
global route                    1.02    -43.35             4980      54.1        695
finish                         0.941    -39.54             4980      54.1        695
global placement               0.685    -46.15             4410      47.9        655
CTS                            0.816    -40.60             4690      51.0        679
detailed placement             0.686    -47.28             4410      47.9        655
Power and IR drop assume default switching activity.
