$ cat flow/run.sh
#!/bin/bash
# OpenROAD 26Q1-2900-gdf79404cd8, Yosys 0.63+post, stock flow scripts
make -C /OpenROAD-flow-scripts/flow DESIGN_CONFIG=/design/flow/config.mk WORK_HOME=/design/flow/orfs finish
$ cat flow/config.mk
export PLATFORM = sky130hd
export DESIGN_NAME = bin2bcd_sv
export DESIGN_NICKNAME = bin2bcd_sv
export VERILOG_FILES = /design/flow/design.v
export SDC_FILE = /design/flow/constraint.sdc
export NUM_CORES = 4
export LEC_CHECK = 1
export CORE_AREA = 10 10 70 70
export DIE_AREA = 0 0 80 80
$ cat flow/constraint.sdc
current_design bin2bcd_sv

set clk_period 5.7
set clk_io_pct 0.2

create_clock -name clk0 -period $clk_period

set non_clock_inputs [all_inputs -no_clocks]
set_input_delay [expr $clk_period * $clk_io_pct] -clock clk0 $non_clock_inputs
set_output_delay [expr $clk_period * $clk_io_pct] -clock clk0 [all_outputs]
$ cat flow/design.v
`timescale 1ns/10ps
`default_nettype none
module bin2bcd_sv (
  input  logic [7:0]  iBIN,
  output logic [11:0] oBCD
);
  logic [11:0] bcd;
  int          i;
  always_comb begin
    bcd = 12'b0;
    for (i = 0; i < 8; i = i + 1) begin
      if (bcd[3:0]  >= 5) bcd[3:0]  = bcd[3:0]  + 3;
      if (bcd[7:4]  >= 5) bcd[7:4]  = bcd[7:4]  + 3;
      if (bcd[11:8] >= 5) bcd[11:8] = bcd[11:8] + 3;
      bcd = {bcd[10:0], iBIN[7 - i]};
    end
  end
  assign oBCD = bcd;
endmodule
`default_nettype wire
==> impl_metrics.toml <==
# synthesis and place-and-route metrics
[run_status]
status = "finished clean"

[global_route]
grt_first_pass_wirelength_mm = 4.80
grt_max_degree = 14
overflow = 0
grt_antenna_before_repair = 0
first_global_vias = 1123
grt.total_usage_pct = 8.47

[die]
fp_util_pct = 30.8
core-area_um2 = 3420
io_pins = 20
fp-row-count = 21
die_x_um = 80
die_area_um2 = 6400
die_y_um = 80

[logic_synthesis]
syn_avg_cell_area_um2 = 7.84
top_area_share_pct = 10.7
ys_seq_share_pct = 0
syn_area_um2 = 1050
synthTopCellsByCount = "ha_1, a21oi_1, nand2_1, inv_1, nor2_1"
ys_warn_count = 1
ys_cells = 134
ys_types = 61
synthCells = 134
synthTopCellsByArea = "ha_1, mux2i_4, xnor2_1"
synth_top_cell_by_area = "ha_1"
yosysMostFrequentCell = "ha_1"
yosys_area_um2 = 1050

[setup_path]
path_cells = "buf_8, inv_6, ha_4, o21ai_4, xnor2_4, ha_2, nand2b_4, a32oi_4, mux2i_4, a21bo_4, mux2i_4, inv_2, ha_4, inv_4, ha_4, a21oi_4, buf_6, xnor2_4, buf_6, a21o_1, a221o_1, buf_2"
critPathMaxStageDelay_ns = 0.29
worstPathRequired_ns = 4.56
crit_path_start_kind = "input pin"
crit_path_end_kind = "output pin"
crit_arrival_ns = 4.50
cp_top_family = "AND-OR/OR-AND gates"
critPathMaxFanout = 4
crit_buf_inv = 7
critical_path_class = "in2out"
slowest_stage = "mux2i_4"
crit_path_frequent_cell = "ha_4"

[final_timing]
max-slew-margin-rel_pct = 54.8
grt_setup_unrepaired = "true"
setup_violations = 0
fin_setup_tns_ns = 0
period_used_pct = 99.0
timing.final.max_slew_violations = 0
min_period_ns = 5.64
worst_slack_ns = 0.0575
fmax_mhz = 177
tightestPinTransition_ns = 0.676
hold_viol_final = 0

[finish]
seq_cells = 0
clkbuf_count = 0
syn_to_final_growth_pct = 71.9
drive_above_1_share_pct = 56.3
seq_area_um2 = 0

[job]
maxCapViolations = 0
openroad.warnings = 38

[power]
max-vdd-ir-drop_mv = 0.102
powerDensity_nw_per_um2 = 223
power.leakage_nw = 0.767
p_total_mw = 0.403

[min_path]
hp-class = "in2out"

[detailed_routing]
first_pass_iters = 4
routed_via_density = 5.03
drtIter0Drc = 41
n_antenna_cell = 0
ant_nets = 0
totalWireLength_mm = 2.76
drc_errors = 0
route.detailed.wl_per_inst_um = 11.7
via_count = 1187

[placed_design]
dp_slack_ns = -0.759
hpwl_mm = 2.18
port_buffers = 16
finalWeightedCongestion = 0.845
[area by class of cell]
type                       count  area, µm²
fill                         311       1610
inverter                       8       37.5
multi-input combinational    118       1190
tap                           46       57.6
timing repair buffer          64        523
[per-layer routing]
metal / wire (µm) / GRT usage [%]
met1: 1340 / 11.1
met2: 1330 / 15.3
met3: 74 / 0.455
met4: 14 / 0.704
met5: 0 / 0
[cell usage in the layout (no fill, tap or decap), types with 3 or more instances in the layout]
cell type,count
a21oi_1,6
buf_4,44
buf_6,5
clkdlybuf4s50_1,8
ha_2,4
ha_4,4
inv_1,4
nand2_1,7
nand2b_4,3
nand3_1,4
nand4_1,3
nor2_2,3
nor3_1,3
o21ai_0,5
o2bb2ai_1,3
xnor2_2,3
[final timing paths]
path / from / cells past startpoint / to
worst max-delay path: iBIN[6] / 22 / oBCD[8]
worst min-delay path: iBIN[0] / 0 / oBCD[0]
[through the flow]
step	utilization [%]	cells	area [µm²]	hold WS (ns)
final	52.9	236	1810	2.28
after global routing	52.9	236	1810	2.28
after CTS	49.6	230	1700	2.28
after detailed placement	46.6	224	1590	2.28
after global placement	46.6	224	1590	2.28
after floorplan	-	135	1180	2.35
[kinds of logic (layout without fill, tap and decap cells)]
group           after synthesis  count (layout)  synth area share (%)
compound gates               47              47                  35.4
other cells                   1               2                 0.357
fa+ha+maj                    10              10                  11.7
simple gates                 45              45                  26.3
buf+inv                      17              72                  9.29
xor+xnor                      7               7                  7.26
mux                           7               7                  9.76
[power breakdown]
part | total, mW | internal [mW] | switching, mW
combinational | 0.403 | 0.231 | 0.172
clock | 0 | 0 | 0
sequential | 0 | 0 | 0
total | 0.403 | 0.231 | 0.172
[repair_timing]
action                                  4_1_cts  5_1_grt
hold buffers                                  0        0
endpoints found under the setup margin        9        9
resized                                      34       21
pin swaps                                    10       17
setup buffers                                 7        6
